==> design/flow/design.v <==
`timescale 1ns/10ps
module addsub ( input               sub,
                input       [15:0]  raout,
                input       [15:0]  buswires,
                output  reg [15:0]  result);
  always @(*) begin
    case(sub)
      1'b1:     result = raout - buswires;
      1'b0:     result = raout + buswires;
      default:  result = result;
    endcase  
  end
endmodule
module alu( input               clock,
            input               ain,
            input               gin,
            input               sub,
            input       [15:0]  buswires,
            output      [15:0]  aluout);
  wire  [15:0]  raout;
  wire  [15:0]  result;
  register #(.WIDTH (16)) a ( .clock (clock), .rin (ain), .buswires (buswires), .r (raout));
  register #(.WIDTH (16)) g ( .clock (clock), .rin (gin), .buswires (result),   .r (aluout));
  addsub addsub0  ( .sub      (sub),
                    .raout    (raout),
                    .buswires (buswires),
                    .result   (result));
endmodule
`timescale 1ns/10ps
module control_unit (  
                      input             run,
                      input             resetn,
                      input       [8:0] ir,
                      input       [1:0] state,
                      output  reg       ain,
                      output  reg       gin,
                      output  reg       sub,
                      output  reg [7:0] rin,
                      output  reg [2:0] rout,
                      output  reg       din_en,
                      output  reg       gout,
                      output  reg       ir_en,
                      output  reg       clear,
                      output  reg       done);
  reg [7:0] rx_addr;
  always @(ir[5:3]) begin
    case(ir[5:3])
      3'b000:   rx_addr = 8'b0000_0001;  
      3'b001:   rx_addr = 8'b0000_0010;  
      3'b010:   rx_addr = 8'b0000_0100;  
      3'b011:   rx_addr = 8'b0000_1000;  
      3'b100:   rx_addr = 8'b0001_0000;  
      3'b101:   rx_addr = 8'b0010_0000;  
      3'b110:   rx_addr = 8'b0100_0000;  
      3'b111:   rx_addr = 8'b1000_0000;  
    endcase
  end
  always @(run, resetn, state) begin
    if(resetn) begin
      ain     <= 1'b0;
      gin     <= 1'b0;
      sub     <= 1'b0;
      rin     <= 8'b0000_0000;
      rout    <= 3'b000;
      din_en  <= 1'b0;
      ir_en   <= 1'b0;
      clear   <= 1'b1;
      done    <= 1'b0;
    end
    else begin
      if(run) begin
        if(state == 2'b00) begin
          ir_en   = 1'b1;
          rin     = 8'b0000_0000;
          rout    = 3'b000;
          din_en  = 1'b0;
          gout    = 1'b0;
          ain     = 1'b0;
          gin     = 1'b0;
          sub     = 1'b0;
          clear   = 1'b0;
          done    = 1'b0;
        end
        else begin
          case(ir[8:6])
            3'b000:   begin  
                        case(state)
                          2'b01:    begin
                                      ir_en   = 1'b0;
                                      rin     = rx_addr;
                                      rout    = ir[2:0];
                                      din_en  = 1'b0;
                                      gout    = 1'b0;
                                      ain     = 1'b0;
                                      gin     = 1'b0;
                                      sub     = 1'b0;
                                      clear   = 1'b1;
                                      done    = 1'b1;
                                    end
                          default:  begin
                                      ain     = ain;
                                      gin     = gin;
                                      sub     = sub;
                                      rin     = rin;
                                      rout    = rout;
                                      din_en  = din_en;
                                      ir_en   = ir_en;
                                      clear   = clear;
                                      done    = done;
                                    end
                        endcase
                      end
            3'b001:   begin  
                        case(state)
                          2'b01:    begin
                                      ir_en   = 1'b0;
                                      rin     = rx_addr;
                                      rout    = 3'b000;
                                      din_en  = 1'b1;
                                      gout    = 1'b0;
                                      ain     = 1'b0;
                                      gin     = 1'b0;
                                      sub     = 1'b0;
                                      clear   = 1'b1;
                                      done    = 1'b1;
                                    end
                          default:  begin
                                      ain     = ain;
                                      gin     = gin;
                                      sub     = sub;
                                      rin     = rin;
                                      rout    = rout;
                                      din_en  = din_en;
                                      ir_en   = ir_en;
                                      clear   = clear;
                                      done    = done;
                                    end
                        endcase
                      end
            3'b010:   begin  
                        case(state)
                          2'b01:    begin
                                      ir_en   = 1'b0;
                                      rin     = 8'b0000_0000;
                                      rout    = ir[5:3];
                                      din_en  = 1'b0;
                                      gout    = 1'b0;
                                      ain     = 1'b1;
                                      gin     = 1'b0;
                                      sub     = 1'b0;
                                      clear   = 1'b0;
                                      done    = 1'b0;
                                    end
                          2'b10:    begin
                                      ir_en   = 1'b0;
                                      rin     = 8'b0000_0000;
                                      rout    = ir[2:0];
                                      din_en  = 1'b0;
                                      gout    = 1'b0;
                                      ain     = 1'b0;
                                      gin     = 1'b1;
                                      sub     = 1'b0;
                                      clear   = 1'b0;
                                      done    = 1'b0;
                                    end
                          2'b11:    begin
                                      ir_en   = 1'b0;
                                      rin     = rx_addr;
                                      rout    = 3'b000;
                                      din_en  = 1'b0;
                                      gout    = 1'b1;
                                      ain     = 1'b0;
                                      gin     = 1'b0;
                                      sub     = 1'b0;
                                      clear   = 1'b1;
                                      done    = 1'b1;
                                    end
                          default:  begin
                                      ain     = ain;
                                      gin     = gin;
                                      sub     = sub;
                                      rin     = rin;
                                      rout    = rout;
                                      din_en  = din_en;
                                      ir_en   = ir_en;
                                      clear   = clear;
                                      done    = done;
                                    end
                        endcase
                      end
            3'b011:   begin  
                        case(state)
                          2'b01:    begin
                                      ir_en   = 1'b0;
                                      rin     = 8'b0000_0000;
                                      rout    = ir[5:3];
                                      din_en  = 1'b0;
                                      gout    = 1'b0;
                                      ain     = 1'b1;
                                      gin     = 1'b0;
                                      sub     = 1'b1;
                                      clear   = 1'b0;
                                      done    = 1'b0;
                                    end
                          2'b10:    begin
                                      ir_en   = 1'b0;
                                      rin     = 8'b0000_0000;
                                      rout    = ir[2:0];
                                      din_en  = 1'b0;
                                      gout    = 1'b0;
                                      ain     = 1'b0;
                                      gin     = 1'b1;
                                      sub     = 1'b1;
                                      clear   = 1'b0;
                                      done    = 1'b0;
                                    end
                          2'b11:    begin
                                      ir_en   = 1'b0;
                                      rin     = rx_addr;
                                      rout    = 3'b000;
                                      din_en  = 1'b0;
                                      gout    = 1'b1;
                                      ain     = 1'b0;
                                      gin     = 1'b0;
                                      sub     = 1'b1;
                                      clear   = 1'b1;
                                      done    = 1'b1;
                                    end
                          default:  begin
                                      ain     = ain;
                                      gin     = gin;
                                      sub     = sub;
                                      rin     = rin;
                                      rout    = rout;
                                      din_en  = din_en;
                                      ir_en   = ir_en;
                                      clear   = clear;
                                      done    = done;
                                    end
                        endcase
                      end
          endcase  
        end
      end
      else begin
        ain     = ain;
        gin     = gin;
        sub     = sub;
        rin     = rin;
        rout    = rout;
        din_en  = din_en;
        ir_en   = ir_en;
        clear   = clear;
        done    = done;
      end
    end
  end
endmodule
`timescale 1ns/10ps
module counter( input   wire        clock,
                input   wire        clear,
                output  reg   [1:0] state);
  always @(posedge clock) begin
    if(clear) begin
      state <= 2'b00;
    end
    else begin
      state <= state +1;
    end
  end
endmodule
`timescale 1ns/10ps
module cpu( input         clock,
            input         resetn,
            input         run,
            input [15:0]  din,
            output        done);
  wire  [15:0]  buswires;
  wire  [7:0]   rin;
  wire          ir_en;
  wire  [15:0]  r0_out, r1_out, r2_out, r3_out, r4_out, r5_out, r6_out, r7_out;
  wire  [8:0]   ir_out;
  wire          ain;
  wire          gin;
  wire          sub;
  wire  [15:0]  aluout;
  wire  [2:0]   rout;
  wire          din_en;
  wire          gout;
  wire  [1:0]   state;
  wire          clear_state;
  register #(.WIDTH (16))  r0 ( .clock (clock), .rin (rin[0]), .buswires (buswires), .r (r0_out));
  register #(.WIDTH (16))  r1 ( .clock (clock), .rin (rin[1]), .buswires (buswires), .r (r1_out));
  register #(.WIDTH (16))  r2 ( .clock (clock), .rin (rin[2]), .buswires (buswires), .r (r2_out));
  register #(.WIDTH (16))  r3 ( .clock (clock), .rin (rin[3]), .buswires (buswires), .r (r3_out));
  register #(.WIDTH (16))  r4 ( .clock (clock), .rin (rin[4]), .buswires (buswires), .r (r4_out));
  register #(.WIDTH (16))  r5 ( .clock (clock), .rin (rin[5]), .buswires (buswires), .r (r5_out));
  register #(.WIDTH (16))  r6 ( .clock (clock), .rin (rin[6]), .buswires (buswires), .r (r6_out));
  register #(.WIDTH (16))  r7 ( .clock (clock), .rin (rin[7]), .buswires (buswires), .r (r7_out));
  register #(.WIDTH (9))  ir ( .clock (clock), .rin (ir_en), .buswires (din[8:0]), .r (ir_out));
  alu alu0( .clock    (clock),
            .ain      (ain),
            .gin      (gin),
            .sub      (sub),
            .buswires (buswires),
            .aluout   (aluout));
  multiplexers mux( .rout   (rout),
                    .din_en (din_en),
                    .gout   (gout),
                    .r0     (r0_out),
                    .r1     (r1_out),
                    .r2     (r2_out),
                    .r3     (r3_out),
                    .r4     (r4_out),
                    .r5     (r5_out),
                    .r6     (r6_out),
                    .r7     (r7_out),
                    .din    (din),
                    .aluout (aluout),
                    .buswires (buswires));
  control_unit cu ( .run      (run),
                    .resetn   (resetn),
                    .ir       (ir_out),
                    .state    (state),
                    .ain      (ain),
                    .gin      (gin),
                    .sub      (sub),
                    .rin      (rin),
                    .rout     (rout),
                    .din_en   (din_en),
                    .gout     (gout),
                    .ir_en    (ir_en),
                    .clear    (clear_state),
                    .done     (done));
  counter counter0( .clock  (clock),
                    .clear  (clear_state),
                    .state  (state));
endmodule
`timescale 1ns/10ps
module multiplexers(input       [2:0]   rout,
                    input               din_en,
                    input               gout,
                    input       [15:0]  r0, r1, r2, r3, r4, r5, r6, r7,
                    input       [15:0]  din,
                    input       [15:0]  aluout,
                    output  reg [15:0]  buswires);
  always @(*) begin
    case({rout, din_en, gout})
      5'b000_0_1:   buswires = aluout;
      5'b000_1_0:   buswires = din;
      5'b000_0_0:   buswires = r0;
      5'b001_0_0:   buswires = r1;
      5'b010_0_0:   buswires = r2;
      5'b011_0_0:   buswires = r3;
      5'b100_0_0:   buswires = r4;
      5'b101_0_0:   buswires = r5;
      5'b110_0_0:   buswires = r6;
      5'b111_0_0:   buswires = r7;
      default:      buswires = buswires;
    endcase  
  end
endmodule
`timescale 1ns/10ps
module register #(parameter WIDTH = 16) (
                input                   clock,
                input                   rin,
                input       [WIDTH-1:0] buswires,
                output  reg [WIDTH-1:0] r);
  always @(posedge clock) begin
    if(rin) begin
      r <= buswires;
    end
    else begin
      r <= r;
    end
  end
endmodule
==> design/flow/run.sh <==
#!/bin/bash
# OpenROAD 26Q1-2900-gdf79404cd8, Yosys 0.63+post, stock flow scripts
make -C /OpenROAD-flow-scripts/flow DESIGN_CONFIG=/design/flow/config.mk WORK_HOME=/design/flow/orfs finish
==> design/flow/config.mk <==
export PLATFORM = sky130hd
export DESIGN_NAME = cpu
export DESIGN_NICKNAME = cpu
export VERILOG_FILES = /design/flow/design.v
export SDC_FILE = /design/flow/constraint.sdc
export NUM_CORES = 4
export LEC_CHECK = 1
export CORE_AREA = 10 10 70 70
export DIE_AREA = 0 0 80 80
==> design/flow/constraint.sdc <==
current_design cpu

set clk_period 1.4
set clk_io_pct 0.2

create_clock -name clk0 -period $clk_period [get_ports {clock}]

set non_clock_inputs [all_inputs -no_clocks]
set_input_delay [expr $clk_period * $clk_io_pct] -clock clk0 $non_clock_inputs
set_output_delay [expr $clk_period * $clk_io_pct] -clock clk0 [all_outputs]
==> reports/results.ini <==
[status]
status = finished clean

[job]
warnings = 42
maxCapViolations = 0

[final_timing]
rsz0062_at_grt = no
min_period_over_period_pct = 67.9
untimed_endpoints = 6
fmax_ghz = 1.05
setup_viol = 0
period_minus_slack_ps = 950
tns_ps = 0
skew_ps = 0.0110
worst_pin_slew_ps = 236
slew_headroom_pct = 84.2
slew_viol_final = 0
unclocked_pins = 3
hold_viol_final = 0

[critical_path]
crit_required_ps = 1520
path_buffers = 1
crit_path_max_fanout = 4
crit_chain = inv_1 -> ha_1 -> nor2b_1
slowest_stage = dfxtp_1
critPathArrivalTime_ps = 1070
startpoint_type = register
worstSetupEndpointType = register
critical-path-top-delay-family = flip-flops
critPathKind = reg2reg
slowest_delay_ps = 360

[routing]
dr.pass1.iters = 2
route.detailed.drc = 0
postRouteWirelength_um = 460
num_antenna_cells = 0
routedWlPerCell_um = 5.82
vias = 174
detail_route.iter0.violations = 2
viasPerCell = 2.20
ant_nets = 0

[power]
p_per_area_mw_per_mm2 = 777
vdd_drop_max_mv = 0.109
power.switching_mw = 0.0565
intPower_mw = 0.257
power.leakage_nw = 0.153
combPwrFrac_pct = 8.3
p_seq_share_pct = 43.1
clkPwrFrac_pct = 48.6
switching_share_pct = 18.1

[clocking]
clock_latency_ps = 220
postCtsHoldBufs = 0
cts_buffers = 3
clock_path_buffers = 2
cts_setup_buffers = 0
cts_tree = built
htree_levels = 1
clk_pin_slew_worst_paths_ps = 30
cts-root-buf = clkbuf_4
cts_resized = 0

[yosys]
top_logic_kind = adder cells
ys_area_um2 = 269
yosys_cells = 24
ys_sh_simple_pct = 14.4
ys_types = 13
syn_avg_cell_area_um2 = 11.2
synth.area.mux_share_pct = 0
synth_area_um2 = 269
ys_sh_adder_pct = 18.6
ys_warn_count = 6
ys_sh_xor_pct = 0
synth_flops = 7
synthAoiAreaFrac_pct = 8.84
netlist_instances = 24

[floorplan]
core-area_mm2 = 0.00342
chipArea_mm2 = 0.00640
std_cell_rows = 21
fp.dieW_um = 80
io_pins = 20
initCoreUtil_pct = 7.88
die_h_um = 80

[grt]
grt_pass1_wl_um = 717
antenna_found_initial = 0
grt_overflow = 0
grt_pass1_vias = 176
grt.total_usage_pct = 1.49
grt_max_degree = 5

[layout]
fin_util_pct = 11.8
drive_above_1_share_pct = 9.09
area_growth_syn_to_layout_pct = 49.8

[worst_hold_path]
hold_path.class = reg2reg

[placed_design]
gp_congestion = 0.703
portBuffers = 5

power groups by stage:
stage	Combinational, mW	Clock [mW]	Sequential (mW)
6_report	0.0260	0.152	0.135
5_1_grt	0.0297	0.174	0.135
4_1_cts	0.0266	0.161	0.135
state kept, by name (all words and copies together) (netlist names):
signal	count
cu.done	1
cu.ir_en	1
cu.clear	1
counter0.state	2
ir.r	2
layout make-up:
type	count	area [um2]
Clock buffer	4	26.3
Timing Repair Buffer	5	50.0
Multi-Input combinational cell	14	113
Fill cell	395	3010
Sequential cell	7	145
Tap cell	46	57.6
Inverter	3	11.3
cell usage in the layout, fill, tap and decap left out:
master,n
clkbuf_4,3
and2_1,1
inv_1,3
clkbuf_1,1
dfxtp_1,2
nor3_1,1
a21oi_1,1
dlxtn_1,3
nor2_1,2
o41a_1,1
nor2b_1,2
nor3b_1,1
o21bai_1,1
edfxtp_1,2
clkdlybuf4s50_1,5
ha_1,4
metrics by stage:
| stage | area [um2] | hold WS, ps | power (mW) | cells | worst slack (ps) |
|---|---|---|---|---|---|
| floorplan | 269 | 379 | 0.146 | 24 | 491 |
| global placement | 377 | 446 | 0.162 | 75 | 461 |
| detailed placement | 377 | 469 | 0.163 | 75 | 453 |
| CTS | 403 | 476 | 0.323 | 79 | 442 |
| global route | 403 | 493 | 0.338 | 79 | 377 |
| finish | 403 | 463 | 0.313 | 79 | 450 |
cells in the mapped netlist:
cell type	number	area (um2)
and2_1	1	6.26
inv_1	3	11.3
a21oi_1	1	5.00
nor3_1	1	5.00
nor3b_1	1	7.51
dfxtp_1	2	40.0
ha_1	4	50.1
dlxtn_1	3	45.0
nor2_1	2	7.51
edfxtp_1	2	60.1
o21bai_1	1	7.51
nor2b_1	2	12.5
o41a_1	1	11.3
kinds of logic after synthesis:
family	Yosys count
AOI/OAI and AO/OA	3
adders and majority gates	4
buffers and inverters	3
DFF	4
latches	3
and+or+nand+nor	7
routing by layer:
metal  global-route usage (%)  up-vias  routed length, um
met5                        0        -                  0
met4                    0.528        0                  0
met3                     1.82        0                 83
met2                     1.77        4                182
met1                     1.55       74                194
li1                         -       96                  -
worst register-to-register path: stages (launching register included):
cell and delay (ps):
dfxtp_1 360, inv_1 80, ha_1 280, nor2b_1 120
path summary, 6_finish.rpt:
| check | startpoint | endpoint | slack [ps] | cells after the start |
|---|---|---|---|---|
| hold / removal | counter0.state[0] | counter0.state[0] | 460 | 1 |
| setup / recovery | counter0.state[0] | counter0.state[1] | 450 | 3 |
| hold reg to reg | counter0.state[0] | counter0.state[0] | 460 | 1 |
| setup reg to reg | counter0.state[0] | counter0.state[1] | 450 | 3 |
Power and IR drop assume default switching activity.
